## run.sh

```bash
#!/bin/bash
# OpenROAD 26Q1-2900-gdf79404cd8, Yosys 0.63+post, stock flow scripts
make -C /OpenROAD-flow-scripts/flow DESIGN_CONFIG=/design/flow/config.mk WORK_HOME=/design/flow/orfs finish
```

## config.mk

```make
export PLATFORM = sky130hd
export DESIGN_NAME = top
export DESIGN_NICKNAME = top
export VERILOG_FILES = /design/flow/design.v
export SDC_FILE = /design/flow/constraint.sdc
export NUM_CORES = 4
export LEC_CHECK = 1
export CORE_UTILIZATION = 30
```

## design.v

```verilog
module top (
    input wire clk,            
    input wire mq5_signal,     
    output reg pwm_out         
);
reg [23:0] counter;             
reg [7:0] duty_cycle;          
always @(posedge clk) begin
    if (mq5_signal == 0) begin
        pwm_out <= 0;
    end else begin
        counter <= counter + 1;
        if (counter == duty_cycle)
            pwm_out <= 1;      
        else
            pwm_out <= 0;      
    end
end
initial begin
    duty_cycle = 8'd128;   
end
endmodule
```

## constraint.sdc

```tcl
current_design top

set clk_period 3.4
set clk_io_pct 0.2

create_clock -name clk0 -period $clk_period [get_ports {clk}]

set non_clock_inputs [all_inputs -no_clocks]
set_input_delay [expr $clk_period * $clk_io_pct] -clock clk0 $non_clock_inputs
set_output_delay [expr $clk_period * $clk_io_pct] -clock clk0 [all_outputs]
```

==> run notes <==
Notes from the flow run.

Outcome:
- The run finished with clean final reports.

Clock network:
- The run gives the CTS tree as built.
- The tree is rooted in a sky130_fd_sc_hd__clkbuf_8.
- The run gives the clock-pin slew on the worst setup and hold paths as 90 ps.
- The run puts the count of clock tree sinks at 25.
- The run gives the number of buffers created by CTS as 3.
- The run puts the number of H-tree levels at 1.
- The run gives the post-cts hold-fix buffer tally as 0.
- The run gives the post-cts sizing count as 0.
- Clock latency on the worst-skew pair, taken at its later pin, is 270 ps.
- The run gives the post-CTS setup buffer count as 0.
- CTS reports a maximum clock tree buffer depth of 2.

Synthesis:
- After synthesis, the mean cell area works out to 12.4 um2.
- The run puts the count of cell types in the netlist at 20.
- The run puts the synthesis area per yosys at 0.00129 mm2.
- The run gives the sequential element share of the synthesized area as 57.6%.
- The synthesis stat section lists a flop and latch total of 25.
- The run puts the total number of yosys warnings at 1.
- The run gives the post-synthesis cell area as 0.00129 mm2.
- In the Yosys report the total cell count is 104.
- The run puts the number of instances in the synthesized netlist at 104.

Setup path:
- The worst setup path is launched from a flip-flop.
- The run gives the flop-to-flop setup slack as 1500 ps.
- In the setup report, the worst path falls into the class flip-flop to flip-flop.
- The run gives the end of the worst register-to-register path as counter[18].
- STA lists the startpoint of the worst register-to-register path as counter[1].
- The run gives the first element of the critical path as counter[1].
- The run gives the number of cells on the worst reg-to-reg path as 5.
- The run puts the required time of the worst setup path at 3410 ps.
- The run gives the endpoint of the worst setup timing path as counter[18].
- The run puts the largest fanout on the critical path at 8.
- The run puts the arrival time reported for the critical path endpoint at 1910 ps.
- The worst setup path is captured at a flip-flop.

Power and ir drop:
- The run puts the leakage power at 0.481 nW.
- The run gives the fraction of power spent switching nets as 22.8%.
- Per report_power, the clock group accounts for 28.7% of the total.
- The run gives the power per unit of standard cell area as 422 mW/mm2.
- The analysis reports a worst IR drop on VDD of 255 uV.
- The design draws 0.599 mW.
- The run puts the internal cell power at 0.463 mW.
- The run puts the relative contribution of sequential cells to total power at 64.6%.
- The run gives the net switching power of the design as 0.136 mW.
- The run puts the combinational cell fraction of total power at 6.7%.

Drt:
- Dividing the detail-routed wire length by the instance count gives 12.6 um.
- For this run, the script counts the antenna cells in the layout as 0.
- The first detailed-routing pass took 4 iterations.
- The run puts the total via count in the routed design at 778.
- The run puts the number of violations reported at the end of detailed-routing iteration 0 at 27.
- The run puts the remaining antenna violation count at 0.
- The routed layout reports a DRC error count of 0.
- The run puts the routed wire length at 2010 um.
- In the routed layout, each cell is associated on average with a via count of 4.86.

Die:
- The run gives the I/O pin count as 3.
- The run puts the area of the die at 0.00455 mm2.
- The run puts the area of the core at 0.00406 mm2.
- The run puts the die outline width at 67.5 um.
- The floorplan has 23 rows.
- For this configuration, the core starts out at a cell density of 31.7%.
- The run puts the chip height at 67.5 um.

Cells and area:
- The run gives the final cell count without fillers as 160.
- At the end of the flow the core is filled with cells to 35.0%.
- Of the cells placed in the final design, the portion with a size suffix greater than 1 is 10.0%.
- The run gives the filler cell count in the final layout as 391.
- In the final layout, the multi-input gates occupy 512 um2.
- The run gives the area taken by flip-flops and latches as 741 um2.
- The run puts the area growth from synthesis to layout at 10.3%.

Placement:
- The run puts the final weighted congestion of routability-driven global placement at 0.815.
- The run puts the worst slack at placement at 1320 ps.
- The run puts the sum of net half-perimeters after detailed placement at 1360 um.
- The run puts the number of placed cells counting well taps at 156.
- The run gives the quantity of I/O buffers inserted on ports as 2.

Global routing:
- The run gives the maximum number of pins on one net before global-route repair as 18.
- The via count of the first global-routing pass is 767.
- The run puts the overall global routing resource usage at 10.5%.
- The run gives the global-route wire length before repair as 3420 um.
- The run gives the total overflow reported by the global router as 0.
- The run puts the initial antenna violation count at 0.

Final timing:
- Setup repair after global routing left no endpoint under its margin.
- Static timing analysis puts the maximum clock frequency at 526 MHz.
- The run puts the final clock skew at 7.74 ps.
- The run puts the transition time at the pin with the least slew margin at 429 ps.
- The run gives the worst-case headroom to the max-slew limit as 71.3%.
- The run puts the least setup slack across all paths after layout at 1500 ps.
- The final report lists the setup-violating endpoint count as 0.
- The run puts the number of max-slew violations in the final report at 0.
- In the final report, the number of hold violations comes to 0.
- The run puts the post-route fraction of the period consumed by the critical path at 55.9%.
- For the finished layout, the period the worst path requires is 1900 ps.
- The run puts the final sum of negative setup slack at 0 ps.

Job:
- Warnings raised by the tools during the run amount to 26.
- The run reported a max-capacitance violation count of 0.

Worst hold path:
- The run gives the classification of the worst-slack hold path as flip-flop to flip-flop.
==> power groups by stage <==
stage | sequential, mW | clock [mW] | combinational, mW
CTS | 0.387 | 0.179 | 0.0405
global route | 0.390 | 0.190 | 0.0449
finish | 0.387 | 0.172 | 0.0403
==> sequential cells by signal, indices dropped and copies added (netlist names) <==
register and count:
counter 24, pwm_out 1
==> through the flow <==
step                area [um2]  hold slack (ps)
floorplan                 1290              505
global placement          1370              556
detailed placement        1370              550
CTS                       1420              558
global route              1420              600
finish                    1420              558
==> layout make-up <==
type                            instances  share of cell area [%]
Sequential cell                        25                    52.2
Multi-Input combinational cell         70                    36.1
Tap cell                               50                    4.41
Clock buffer                            3                    2.91
Inverter                                8                    2.12
Timing Repair Buffer                    3                    1.94
Clock inverter                          1                   0.353
==> worst max-delay path, cell delays in order, from the launching register on <==
cell	delay, ps
sky130_fd_sc_hd__edfxtp_1	410
sky130_fd_sc_hd__ha_1	200
sky130_fd_sc_hd__and3_1	220
sky130_fd_sc_hd__nand4_1	380
sky130_fd_sc_hd__nor3_1	330
sky130_fd_sc_hd__xnor2_1	100
==> synth_stat cells <==
master	n	area [um2]
sky130_fd_sc_hd__nand4_4	1	21.3
sky130_fd_sc_hd__dfxtp_1	1	20.0
sky130_fd_sc_hd__and4_1	2	17.5
sky130_fd_sc_hd__nand2_1	8	30.0
sky130_fd_sc_hd__nand3_1	5	25.0
sky130_fd_sc_hd__nor4_2	2	25.0
sky130_fd_sc_hd__edfxtp_1	24	721
sky130_fd_sc_hd__nand4_1	3	18.8
sky130_fd_sc_hd__xnor2_1	9	78.8
sky130_fd_sc_hd__ha_1	2	25.0
sky130_fd_sc_hd__inv_1	8	30.0
sky130_fd_sc_hd__nor2_1	4	15.0
sky130_fd_sc_hd__nand3_2	1	10.0
sky130_fd_sc_hd__and4_4	1	11.3
sky130_fd_sc_hd__and3_1	2	12.5
sky130_fd_sc_hd__clkbuf_1	1	3.75
sky130_fd_sc_hd__nor4_1	5	31.3
sky130_fd_sc_hd__nor3_1	11	55.1
sky130_fd_sc_hd__xor2_1	13	114
sky130_fd_sc_hd__nor4_4	1	21.3
==> worst min path at each step <==
| stage | from | to | cells past startpoint |
|---|---|---|---|
| after global routing | counter[12] | pwm_out | 3 |
| after CTS | counter[12] | pwm_out | 3 |
| final | counter[12] | pwm_out | 3 |
==> kinds of logic after synthesis <==
group | Yosys count | share of synthesized area [%]
and+or+nand+nor | 46 | 22.9
DFF | 25 | 57.6
xor gates and xnor gates | 22 | 15.0
buffers and inverters | 9 | 2.63
adders and majority gates | 2 | 1.95
==> per-layer routing <==
layer / track usage [%] / share of wire, % / vias up
met2: 14.6 / 42 / 15
met1: 17.0 / 54 / 369
met5: 0 / 0 / -
met3: 3.60 / 3.7 / 2
li1: - / - / 392
met4: 1.33 / 0.40 / 0
==> cell usage in the layout, fill, tap and decap left out <==
cell type | synthesis | final
sky130_fd_sc_hd__and3_1 | 2 | 2
sky130_fd_sc_hd__and4_1 | 2 | 2
sky130_fd_sc_hd__and4_4 | 1 | 1
sky130_fd_sc_hd__buf_4 | 0 | 1
sky130_fd_sc_hd__clkbuf_8 | 0 | 3
sky130_fd_sc_hd__clkdlybuf4s50_1 | 0 | 2
sky130_fd_sc_hd__clkinv_2 | 0 | 1
sky130_fd_sc_hd__dfxtp_1 | 1 | 1
sky130_fd_sc_hd__edfxtp_1 | 24 | 24
sky130_fd_sc_hd__ha_1 | 2 | 2
sky130_fd_sc_hd__inv_1 | 8 | 8
sky130_fd_sc_hd__nand2_1 | 8 | 8
sky130_fd_sc_hd__nand3_1 | 5 | 5
sky130_fd_sc_hd__nand3_2 | 1 | 1
sky130_fd_sc_hd__nand4_1 | 3 | 3
sky130_fd_sc_hd__nand4_4 | 1 | 1
sky130_fd_sc_hd__nor2_1 | 4 | 4
sky130_fd_sc_hd__nor3_1 | 11 | 11
sky130_fd_sc_hd__nor4_1 | 5 | 5
sky130_fd_sc_hd__nor4_2 | 2 | 2
sky130_fd_sc_hd__nor4_4 | 1 | 1
sky130_fd_sc_hd__xnor2_1 | 9 | 9
sky130_fd_sc_hd__xor2_1 | 13 | 13
Power is estimated from default activity; no workload was simulated.
